[/design/flow/config.mk]
export PLATFORM = sky130hd
export DESIGN_NAME = decode_unit
export DESIGN_NICKNAME = decode_unit
export VERILOG_FILES = /design/flow/design.v
export SDC_FILE = /design/flow/constraint.sdc
export NUM_CORES = 4
export LEC_CHECK = 1
export CORE_AREA = 10 10 70 70
export DIE_AREA = 0 0 80 80
export SYNTH_HDL_FRONTEND = slang
[/design/flow/constraint.sdc]
current_design decode_unit

set clk_period 3.4
set clk_io_pct 0.2

create_clock -name clk0 -period $clk_period

set non_clock_inputs [all_inputs -no_clocks]
set_input_delay [expr $clk_period * $clk_io_pct] -clock clk0 $non_clock_inputs
set_output_delay [expr $clk_period * $clk_io_pct] -clock clk0 [all_outputs]
[/design/flow/design.v]
package riscv_pkg;
    parameter int XLEN = 32;               
    parameter int ILEN = 32;               
    parameter int REG_COUNT = 32;          
    parameter int REG_ADDR_WIDTH = 5;      
    parameter int IMEM_SIZE = 256;         
    parameter int IMEM_ADDR_WIDTH = 32;    
    typedef enum logic [3:0] {
        ALU_AND  = 4'b0000,    
        ALU_OR   = 4'b0001,    
        ALU_ADD  = 4'b0010,    
        ALU_SUB  = 4'b0100,    
        ALU_SLT  = 4'b1000,    
        ALU_SLL  = 4'b0011,    
        ALU_SRL  = 4'b0101,    
        ALU_MUL  = 4'b0110,    
        ALU_XOR  = 4'b0111     
    } alu_op_e;
    typedef enum logic [6:0] {
        OP_RTYPE = 7'b0110011,   
        OP_ITYPE = 7'b0010011,   
        OP_LOAD  = 7'b0000011,   
        OP_STORE = 7'b0100011,   
        OP_BRANCH= 7'b1100011,   
        OP_JAL   = 7'b1101111,   
        OP_JALR  = 7'b1100111,   
        OP_LUI   = 7'b0110111,   
        OP_AUIPC = 7'b0010111    
    } opcode_e;
    typedef enum logic [2:0] {
        F3_ADD_SUB = 3'b000,
        F3_SLL     = 3'b001,
        F3_SLT     = 3'b010,
        F3_XOR     = 3'b100,
        F3_SRL_SRA = 3'b101,
        F3_OR      = 3'b110,
        F3_AND     = 3'b111
    } funct3_e;
    typedef struct packed {
        logic [6:0]  funct7;
        logic [4:0]  rs2;
        logic [4:0]  rs1;
        logic [2:0]  funct3;
        logic [4:0]  rd;
        logic [6:0]  opcode;
    } r_type_inst_t;
    typedef struct packed {
        logic [11:0] imm;
        logic [4:0]  rs1;
        logic [2:0]  funct3;
        logic [4:0]  rd;
        logic [6:0]  opcode;
    } i_type_inst_t;
endpackage : riscv_pkg
module decode_unit 
import riscv_pkg::*;
#(
    parameter int INST_WIDTH = 32
) (
    input  logic [INST_WIDTH-1:0]  instruction_i,
    output logic [6:0]             opcode_o,
    output logic [4:0]             rd_addr_o,
    output logic [4:0]             rs1_addr_o,
    output logic [4:0]             rs2_addr_o,
    output logic [2:0]             funct3_o,
    output logic [6:0]             funct7_o,
    output alu_op_e                alu_op_o,
    output logic                   reg_write_enable_o,
    output logic                   alu_src_imm_o,
    output logic                   mem_read_o,
    output logic                   mem_write_o,
    output logic                   mem_to_reg_o,
    output logic                   branch_o,
    output logic                   jump_o,
    output logic [31:0]        immediate_o
);
    logic [6:0] opcode;
    logic [4:0] rd, rs1, rs2;
    logic [2:0] funct3;
    logic [6:0] funct7;
    assign opcode = instruction_i[6:0];
    assign rd     = instruction_i[11:7];
    assign rs1    = instruction_i[19:15];
    assign rs2    = instruction_i[24:20];
    assign funct3 = instruction_i[14:12];
    assign funct7 = instruction_i[31:25];
    logic [31:0] imm_i, imm_s, imm_b, imm_u, imm_j;
    logic [31:0] immediate;
    always_comb begin
        imm_i = {{20{instruction_i[31]}}, instruction_i[31:20]};
        imm_s = {{20{instruction_i[31]}}, instruction_i[31:25], instruction_i[11:7]};
        imm_b = {{19{instruction_i[31]}}, instruction_i[31], instruction_i[7], 
                 instruction_i[30:25], instruction_i[11:8], 1'b0};
        imm_u = {instruction_i[31:12], 12'b0};
        imm_j = {{11{instruction_i[31]}}, instruction_i[31], instruction_i[19:12],
                 instruction_i[20], instruction_i[30:21], 1'b0};
    end
    always_comb begin
        reg_write_enable_o = 1'b0;
        alu_src_imm_o      = 1'b0;
        mem_read_o         = 1'b0;
        mem_write_o        = 1'b0;
        mem_to_reg_o       = 1'b0;
        branch_o           = 1'b0;
        jump_o             = 1'b0;
        alu_op_o           = ALU_ADD;
        immediate          = '0;
        unique case (opcode)
            OP_RTYPE: begin
                reg_write_enable_o = 1'b1;
                alu_src_imm_o      = 1'b0;
                case (funct3)
                    F3_ADD_SUB: alu_op_o = (funct7[5]) ? ALU_SUB : ALU_ADD;
                    F3_SLL:     alu_op_o = ALU_SLL;
                    F3_SLT:     alu_op_o = ALU_SLT;
                    F3_XOR:     alu_op_o = ALU_XOR;
                    F3_SRL_SRA: alu_op_o = ALU_SRL;   
                    F3_OR:      alu_op_o = ALU_OR;
                    F3_AND:     alu_op_o = ALU_AND;
                    default:    alu_op_o = ALU_ADD;
                endcase
                if (funct7 == 7'h01 && funct3 == 3'b000) begin
                    alu_op_o = ALU_MUL;
                end
            end
            OP_ITYPE: begin
                reg_write_enable_o = 1'b1;
                alu_src_imm_o      = 1'b1;
                immediate          = imm_i;
                case (funct3)
                    F3_ADD_SUB: alu_op_o = ALU_ADD;   
                    F3_SLL:     alu_op_o = ALU_SLL;   
                    F3_SLT:     alu_op_o = ALU_SLT;   
                    F3_XOR:     alu_op_o = ALU_XOR;   
                    F3_SRL_SRA: alu_op_o = ALU_SRL;   
                    F3_OR:      alu_op_o = ALU_OR;    
                    F3_AND:     alu_op_o = ALU_AND;   
                    default:    alu_op_o = ALU_ADD;
                endcase
            end
            OP_LOAD: begin
                reg_write_enable_o = 1'b1;
                alu_src_imm_o      = 1'b1;
                mem_read_o         = 1'b1;
                mem_to_reg_o       = 1'b1;
                alu_op_o           = ALU_ADD;
                immediate          = imm_i;
            end
            OP_STORE: begin
                alu_src_imm_o = 1'b1;
                mem_write_o   = 1'b1;
                alu_op_o      = ALU_ADD;
                immediate     = imm_s;
            end
            OP_BRANCH: begin
                branch_o  = 1'b1;
                alu_op_o  = ALU_SUB;
                immediate = imm_b;
            end
            OP_LUI: begin
                reg_write_enable_o = 1'b1;
                immediate          = imm_u;
            end
            OP_JAL: begin
                reg_write_enable_o = 1'b1;
                jump_o             = 1'b1;
                immediate          = imm_j;
            end
            OP_JALR: begin
                reg_write_enable_o = 1'b1;
                jump_o             = 1'b1;
                alu_src_imm_o      = 1'b1;
                immediate          = imm_i;
            end
            default: begin
                reg_write_enable_o = 1'b0;
            end
        endcase
    end
    assign opcode_o     = opcode;
    assign rd_addr_o    = rd;
    assign rs1_addr_o   = rs1;
    assign rs2_addr_o   = rs2;
    assign funct3_o     = funct3;
    assign funct7_o     = funct7;
    assign immediate_o  = immediate;
endmodule : decode_unit
[/design/flow/run.sh]
#!/bin/bash
# OpenROAD 26Q1-2900-gdf79404cd8, Yosys 0.63+post, stock flow scripts
make -C /OpenROAD-flow-scripts/flow DESIGN_CONFIG=/design/flow/config.mk WORK_HOME=/design/flow/orfs finish
==> Slide: Implementation Results <==
Run Summary

Die
  • Core Rows: 21
  • Die Width: around 80 µm
  • Chip area: 6400 µm²
  • FP Core Util: around 27%
  • Chip Height: 80 µm
  • Boundary pin count: 107
  • Core area: 3420 µm²

Power
  • Leakage: roughly 0.9 nW
  • Pwr Density: 79.4 nW/µm²
  • Pwr Total: 155 µW
  • Peak VDD IR: 38.1 µV

Flow run
  • Max-Cap Viols: 0
  • Tool warnings: 32

Critical path
  • Cell breakdown of the critical path: clkdlybuf4s50_1 -> mux2_2 -> o32ai_4 -> and2_1 -> buf_12 -> a21o_1 -> clkdlybuf4s50_1
  • CP Max Fanout: 11
  • CP Class: primary input to output pin
  • Critical Path End Type: output pin
  • Most frequent cell on the critical path: clkdlybuf4s50_1
  • Startpoint Class: primary input
  • CP required: 2.72 ns
  • Slowest stage delay, CP: between 0.5 and 0.6 ns
  • CP max-delay cell: clkdlybuf4s50_1
  • Crit path DAT: 2.62 ns

Timing
  • Min cycle time layout: 3.30 ns
  • Slew HR: 73.5%
  • Final Hold Viols: 0
  • Final Max Slew Viols: 0
  • Worst Max-Slew Pin Slew: 0.392 ns
  • FMAX: between 300 and 400 MHz
  • Final setup fails: 0
  • Setup Total Neg Slack: 0 ns
  • Setup ws final: 0.100 ns
  • Final period util: 97.0%
  • Hold WS: 1.96 ns

GRT
  • GRT overflow: 0
  • Number of antenna violations at the first check in global routing: 0
  • Gr usage total: 11.4%
  • Pin count of the biggest net entering global routing: 13
  • Vias in the first global route: approximately 1,200
  • First-pass GRT wire length: between 6000 and 7000 µm

Synthesis
  • Synth warn: 0
  • Mapped cell area: 921 µm²
  • Post-synthesis cell count: 129
  • Top cell area share: 26.9%
  • Synth top cell by count: buf_4
  • Seq/Total Area, Yosys: 0%
  • Distinct lib cells: 38
  • Top cells by count: buf_4 (33), a21o_1 (19), nand2_1 (9), and2_1 (7), nor2_1 (5)
  • Top cells, area: buf_4 (27%), a21o_1 (15%), and2_1 (4.8%)
  • Syn avg cell area: slightly above 7 µm²
  • Number of cells in Yosys stat: 129
  • Cell taking the most area after synthesis: buf_4
  • Synthesis area per yosys: 921 µm²

Final layout
  • # clk buffers: 0
  • Layout cells sized above 1: 13.9%
  • Register Area: 0 µm²
  • Layout area overhead: 111%
  • Design area: 1950 µm²
  • Sequential cells: 0
  • Final core occ: 57.0%
  • Fin cells: 262

Worst hold path
  • Hold Crit Class: primary input to output pin

Placed design
  • Placed cell area: 1900 µm²
  • Placed Cells: 260
  • Pre-CTS WS: 0.0393 ns
  • Placer Congestion: 0.786
  • DP HPWL: 3560 µm
  • I/O Buffers: 107

Drt
  • DRC violations left: 0
  • WL final: 4110 µm
  • Antenna Cells: 0
  • Via Count: approximately 1,200
  • WL per Instance: 15.7 µm
  • DRT iter0 DRCs: between 50 and 60
  • Router iterations before antenna repair: 4
  • Drt via density: 4.68
  • Routed Antenna Nets: 0

Outcome
  • Status: finished clean

Clock tree
  • Hold Buf Count CTS: 0
-- worst max-delay path: cells and delay by family --
kind / cells / cell delay [ns]
buffers and inverters: 3 / 1.12
AND-OR/OR-AND: 2 / 0.21
AND/OR/NAND/NOR: 1 / 0.20
multiplexers: 1 / 0.39
-- what timing repair did --
item	CTS	global route
endpoints found under the hold margin	0	0
setup endpoints to repair	0	9
gates resized	0	8
buffers inserted	0	2
-- kinds of logic (layout without fill, tap and decap cells) --
logic type             count (synthesis)  in the layout  synth area share [%]
buffers and inverters                 43            130                  33.2
AOI/OAI and AO/OA                     39             39                  34.0
muxes                                  2              2                  2.31
and+or+nand+nor                       45             45                  30.6
-- placed cells by master (no fill, tap or decap), drive strengths merged --
cell | Yosys | routed
a21o | 19 | 19
o2bb2ai | 1 | 1
a32oi | 1 | 1
a21oi | 3 | 3
nor3 | 5 | 5
and3b | 1 | 1
o21ai | 3 | 3
nor2 | 5 | 5
o31ai | 1 | 1
o21a | 1 | 1
nand4bb | 1 | 1
mux2i | 1 | 1
a32o | 1 | 1
dlymetal6s2s | 0 | 4
nand2b | 2 | 2
o211ai | 1 | 1
or3 | 2 | 2
and2 | 7 | 7
a211oi | 1 | 1
nor4bb | 1 | 1
nor4 | 3 | 3
clkdlybuf4s50 | 0 | 103
buf | 39 | 20
o32ai | 1 | 1
o22a | 1 | 1
nand2 | 10 | 10
or2 | 1 | 1
o22ai | 1 | 1
nor4b | 3 | 3
mux2 | 1 | 1
nand3 | 4 | 4
inv | 3 | 3
a22o | 4 | 4
-- final cells by class --
| class | count | area, µm² |
|---|---|---|
| fill | 319 | 1470 |
| timing repair buffer | 127 | 1250 |
| multi-input combinational | 86 | 629 |
| tap | 46 | 57.6 |
| inverter | 3 | 11.3 |
-- worst paths after layout --
check,start,end,slack [ns],cells past startpoint
worst max-delay path,instruction_i[5],immediate_o[20],0.10,7
worst min-delay path,instruction_i[3],opcode_o[3],1.96,2
-- power breakdown --
group	internal (mW)	leakage, nW	switching (mW)	total, mW
Sequential	0	0	0	0
Combinational	0.103	0.892	0.0512	0.155
Clock	0	0	0	0
Total	0.103	0.892	0.0512	0.155
-- routing by layer --
metal | track usage (%) | part of all wire, % | wire [µm]
met4 | 0 | 0 | 0
met2 | 19.7 | 47 | 1920
met3 | 5.80 | 14 | 586
met5 | 0 | 0 | 0
met1 | 13.0 | 39 | 1600
Power and IR drop assume default switching activity.
