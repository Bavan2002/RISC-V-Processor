--- flow/config.mk ---
export PLATFORM = sky130hd
export DESIGN_NAME = register_file
export DESIGN_NICKNAME = register_file
export VERILOG_FILES = /design/flow/design.v
export SDC_FILE = /design/flow/constraint.sdc
export NUM_CORES = 4
export LEC_CHECK = 1
export CORE_UTILIZATION = 40
export SYNTH_HDL_FRONTEND = slang
--- flow/constraint.sdc ---
current_design register_file

set clk_period 11.5
set clk_io_pct 0.2

create_clock -name clk0 -period $clk_period [get_ports {clk_i}]

set non_clock_inputs [all_inputs -no_clocks]
set_input_delay [expr $clk_period * $clk_io_pct] -clock clk0 $non_clock_inputs
set_output_delay [expr $clk_period * $clk_io_pct] -clock clk0 [all_outputs]
--- flow/design.v ---
package riscv_pkg;
    parameter int XLEN = 32;               
    parameter int ILEN = 32;               
    parameter int REG_COUNT = 32;          
    parameter int REG_ADDR_WIDTH = 5;      
    parameter int IMEM_SIZE = 256;         
    parameter int IMEM_ADDR_WIDTH = 32;    
    typedef enum logic [3:0] {
        ALU_AND  = 4'b0000,    
        ALU_OR   = 4'b0001,    
        ALU_ADD  = 4'b0010,    
        ALU_SUB  = 4'b0100,    
        ALU_SLT  = 4'b1000,    
        ALU_SLL  = 4'b0011,    
        ALU_SRL  = 4'b0101,    
        ALU_MUL  = 4'b0110,    
        ALU_XOR  = 4'b0111     
    } alu_op_e;
    typedef enum logic [6:0] {
        OP_RTYPE = 7'b0110011,   
        OP_ITYPE = 7'b0010011,   
        OP_LOAD  = 7'b0000011,   
        OP_STORE = 7'b0100011,   
        OP_BRANCH= 7'b1100011,   
        OP_JAL   = 7'b1101111,   
        OP_JALR  = 7'b1100111,   
        OP_LUI   = 7'b0110111,   
        OP_AUIPC = 7'b0010111    
    } opcode_e;
    typedef enum logic [2:0] {
        F3_ADD_SUB = 3'b000,
        F3_SLL     = 3'b001,
        F3_SLT     = 3'b010,
        F3_XOR     = 3'b100,
        F3_SRL_SRA = 3'b101,
        F3_OR      = 3'b110,
        F3_AND     = 3'b111
    } funct3_e;
    typedef struct packed {
        logic [6:0]  funct7;
        logic [4:0]  rs2;
        logic [4:0]  rs1;
        logic [2:0]  funct3;
        logic [4:0]  rd;
        logic [6:0]  opcode;
    } r_type_inst_t;
    typedef struct packed {
        logic [11:0] imm;
        logic [4:0]  rs1;
        logic [2:0]  funct3;
        logic [4:0]  rd;
        logic [6:0]  opcode;
    } i_type_inst_t;
endpackage : riscv_pkg
module register_file 
import riscv_pkg::*;
#(
    parameter int DATA_WIDTH = 32,
    parameter int NUM_REGS   = 32,
    parameter int ADDR_WIDTH = 5
) (
    input  logic                    clk_i,
    input  logic                    rst_ni,       
    input  logic [ADDR_WIDTH-1:0]   rd_addr1_i,
    output logic [DATA_WIDTH-1:0]   rd_data1_o,
    input  logic [ADDR_WIDTH-1:0]   rd_addr2_i,
    output logic [DATA_WIDTH-1:0]   rd_data2_o,
    input  logic                    wr_enable_i,
    input  logic [ADDR_WIDTH-1:0]   wr_addr_i,
    input  logic [DATA_WIDTH-1:0]   wr_data_i
);
    logic [DATA_WIDTH-1:0] registers [NUM_REGS];
    always_ff @(posedge clk_i or negedge rst_ni) begin
        if (!rst_ni) begin
            for (int i = 0; i < NUM_REGS; i++) begin
                registers[i] <= DATA_WIDTH'(i);   
            end
            registers[0] <= '0;
        end else begin
            if (wr_enable_i && (wr_addr_i != '0)) begin
                registers[wr_addr_i] <= wr_data_i;
            end
            registers[0] <= '0;
        end
    end
    assign rd_data1_o = registers[rd_addr1_i];
    assign rd_data2_o = registers[rd_addr2_i];
endmodule : register_file
--- flow/run.sh ---
#!/bin/bash
# OpenROAD 26Q1-2900-gdf79404cd8, Yosys 0.63+post, stock flow scripts
make -C /OpenROAD-flow-scripts/flow DESIGN_CONFIG=/design/flow/config.mk WORK_HOME=/design/flow/orfs finish
==> results.txt <==
run metrics: count of tool warnings=28, Post-Syn Instances=3,597, leakage power=25.4 nW, Largest register FFs=992, Reg area=24,900 sq um, TNS Setup=0 ns, top cells, area=dfrtp_1 43%, mux2_2 22%, mux4_2 16%, H-tree depth=3, Avg WL per Cell=31.1 um, Synth-to-Final Area Change=12.1%, Pwr Density=173 nW/um^2, Post-route DRC=0, initial antenna violation count=2, Final min period=8.53 ns, Total GRT Usage=26.6%, hold depth=1, DRT Pass-1 Iters=5, GRT overflow=0, Slew Limit Headroom=23.3%, # Cells Yosys=3,597, crit path DRT=9.20 ns, mean post-synth cell area=14.8 sq um, vias in the first global route=35,500, Setup Crit Path Kind=primary input to primary output, crit path max-delay cell type=o31ai_1, Final setup viols=0, CTS tree=yes, Clock transition at path regs=0.06 ns, critical path's largest stage delay=0.93 ns, Synth cell types=31, Clock Path Buffers=3, worst vdd ir=0.133 mV, Placer Congestion=0.858, status=complete, no violations, Post-Syn Area=53,300 sq um, hold_buf cts=0, post-route ant nets=0, area of the multi-input gates=26,800 sq um, area leader, netlist=dfrtp_1, Crit Path Max Fanout=43, die footprint=135,000 sq um, Largest regs=registers x992, DIE HEIGHT=367 um, Top cell area share=42.8%, post-CTS setup buffer count=0, Ys Warns=0, drt via density=6.19, I/O pin total=114, Root Buffer=clkbuf_16, clock sinks=992, cell chain of the critical path=buf_8, buf_4, buf_4, mux4_2, mux2i_1, and2_1, o31ai_1, buf_4, clkdlybuf4s50_1, # fillers=11,400, FP Util=40.4%, fin. max-slew vios=0, cells on worst reg2reg path=1, Setup crit start kind=primary input, CP most frequent cell=buf_4, Reg2Reg Setup Slack=10.70 ns, largest net degree at the start of global routing=114, worst min-delay path category=flip-flop to flip-flop, Crit. End Element=primary output, layout cell share with drive strength beyond 1=51.1%, Util after Layout=45.3%, via count=33,500, Clock Skew=0 ns, chip area in the Yosys report=53,300 sq um, HPWL Detailed=97.8 mm, Post-Route WL=168 mm, IO Port Bufs=113, critical path arrival=6.23 ns, Die Wd=367 um, RSZ-0062 raised after global routing=false, Rows=133, Largest Register=registers, maximum clock rate=0.117 GHz, Hold Vio Cnt, Final=0, # resized after CTS=0, actual slew at the worst max-slew pin=1.14 ns, Latency at later pin=0.70 ns, Num CTS Buffers=109, DR iter-0 viols=1,949, Synth flops=992, first-pass GRT wire length=249 mm, sequential share of the synthesized area=46.8%, Max Cap Viol=0, Core Area=132,000 sq um, Final Cycle Share=74.1%
cell type report:
type | instances | area share, %
clock buffer | 171 | 5.53
timing repair buffer | 259 | 3.83
sequential | 992 | 41.7
tap | 1755 | 3.68
antenna | 1 | 0.00419
inverter | 2 | 0.0126
clock inverter | 25 | 0.392
multi-input combinational | 2207 | 44.8
kinds of logic after synthesis:
logic type,share of synthesized area [%]
muxes,42.2
DFF,46.8
AOI/OAI and AO/OA,6.30
buffers and inverters,3.41
and+or+nand+nor,1.35
path summary, 6_finish.rpt:
check / endpoint / start
setup / recovery: rd_data2_o[11] / rd_addr2_i[0]
hold / removal: registers[616]$_DFFE_PN0P_ / registers[616]$_DFFE_PN0P_
setup reg to reg: registers[101]$_DFFE_PN0P_ / registers[101]$_DFFE_PN0P_
hold reg to reg: registers[616]$_DFFE_PN0P_ / registers[616]$_DFFE_PN0P_
max in group asynchronous: registers[213]$_DFFE_PN0P_ / rst_ni
min in group asynchronous: registers[803]$_DFFE_PN0P_ / rst_ni
routing by layer:
layer | vias to the layer above | routed length (um) | GRT usage (%)
met1 | 18000 | 65600 | 36.9
met2 | 1307 | 79100 | 40.2
met4 | 6 | 5140 | 6.37
met5 | - | 75 | 0.249
met3 | 320 | 18200 | 11.7
li1 | 13900 | - | -
report_power, final:
group          switching, mW  internal (mW)  leakage, nW
Sequential             0.463           4.21         12.5
Clock                   1.45           2.04         1.75
Combinational          0.837           1.31         11.2
Total                   2.75           7.56         25.4
layout by cell type, fill, tap and decap left out, drive strengths merged, types with 2 or more instances in the layout:
master,Yosys,routed
o22ai,64,64
dfstp,80,80
nor2b,6,6
inv,2,4
a211oi,64,64
mux2i,194,194
dfrtp,912,912
nor2,19,19
buf,188,157
nand3b,4,4
and2,66,66
clkbuf,208,171
mux4,384,384
o31ai,64,64
nand2,19,19
clkdlybuf4s50,0,102
bufinv,0,4
nand3,2,2
nor3b,4,4
clkinv,0,18
mux2,1055,1055
a22o,191,191
o21ai,64,64
nand2b,2,2
synth_stat cells, drive strengths merged:
master  number
o31ai       64
buf        188
a22o       191
dfstp       80
inv          2
mux2      1055
nand2b       2
nand3        2
mux4       384
and3         1
nor3b        4
and3b        1
or2          1
mux2i      194
a211oi      64
nand2       19
dfrtp      912
or3b         1
nor3         1
nor2        19
and2        66
nor2b        6
o21ai       64
nand3b       4
clkbuf     208
o22ai       64
per-stage QoR:
step	instance area [sq um]	power (mW)	cells	hold WS, ns	setup WS (ns)
2_1_floorplan	53300	6.17	3597	0.470	5.45
3_3_place_gp	56200	6.81	5215	0.482	2.86
3_5_place_dp	56200	6.87	5215	0.495	2.85
4_1_cts	59700	10.4	5411	0.509	2.86
5_1_grt	59700	10.8	5411	0.523	2.78
6_report	59700	10.3	5412	0.504	2.97
critical path: cells and delay by family:
family                 cells  cell delay (ns)
and+or+nand+nor            1             0.18
AOI/OAI and AO/OA          1             0.93
muxes                      2             0.40
buffers and inverters      5             2.28
No activity file was given, so power comes from the tool's default toggle rates.
