==> design.v <==
package riscv_pkg;
    parameter int XLEN = 32;               
    parameter int ILEN = 32;               
    parameter int REG_COUNT = 32;          
    parameter int REG_ADDR_WIDTH = 5;      
    parameter int IMEM_SIZE = 256;         
    parameter int IMEM_ADDR_WIDTH = 32;    
    typedef enum logic [3:0] {
        ALU_AND  = 4'b0000,    
        ALU_OR   = 4'b0001,    
        ALU_ADD  = 4'b0010,    
        ALU_SUB  = 4'b0100,    
        ALU_SLT  = 4'b1000,    
        ALU_SLL  = 4'b0011,    
        ALU_SRL  = 4'b0101,    
        ALU_MUL  = 4'b0110,    
        ALU_XOR  = 4'b0111     
    } alu_op_e;
    typedef enum logic [6:0] {
        OP_RTYPE = 7'b0110011,   
        OP_ITYPE = 7'b0010011,   
        OP_LOAD  = 7'b0000011,   
        OP_STORE = 7'b0100011,   
        OP_BRANCH= 7'b1100011,   
        OP_JAL   = 7'b1101111,   
        OP_JALR  = 7'b1100111,   
        OP_LUI   = 7'b0110111,   
        OP_AUIPC = 7'b0010111    
    } opcode_e;
    typedef enum logic [2:0] {
        F3_ADD_SUB = 3'b000,
        F3_SLL     = 3'b001,
        F3_SLT     = 3'b010,
        F3_XOR     = 3'b100,
        F3_SRL_SRA = 3'b101,
        F3_OR      = 3'b110,
        F3_AND     = 3'b111
    } funct3_e;
    typedef struct packed {
        logic [6:0]  funct7;
        logic [4:0]  rs2;
        logic [4:0]  rs1;
        logic [2:0]  funct3;
        logic [4:0]  rd;
        logic [6:0]  opcode;
    } r_type_inst_t;
    typedef struct packed {
        logic [11:0] imm;
        logic [4:0]  rs1;
        logic [2:0]  funct3;
        logic [4:0]  rd;
        logic [6:0]  opcode;
    } i_type_inst_t;
endpackage : riscv_pkg
module alu 
import riscv_pkg::*;
#(
    parameter int DATA_WIDTH = 32
) (
    input  logic [DATA_WIDTH-1:0]  operand_a_i,
    input  logic [DATA_WIDTH-1:0]  operand_b_i,
    input  alu_op_e                alu_operation_i,
    output logic [DATA_WIDTH-1:0]  result_o,
    output logic                   zero_flag_o,
    output logic                   negative_flag_o,
    output logic                   overflow_flag_o
);
    logic [DATA_WIDTH-1:0] alu_result;
    logic                  overflow;
    always_comb begin
        alu_result = '0;
        overflow   = 1'b0;
        unique case (alu_operation_i)
            ALU_AND: begin
                alu_result = operand_a_i & operand_b_i;
            end
            ALU_OR: begin
                alu_result = operand_a_i | operand_b_i;
            end
            ALU_ADD: begin
                {overflow, alu_result} = {1'b0, operand_a_i} + {1'b0, operand_b_i};
            end
            ALU_SUB: begin
                {overflow, alu_result} = {1'b0, operand_a_i} - {1'b0, operand_b_i};
            end
            ALU_SLT: begin
                alu_result = ($signed(operand_a_i) < $signed(operand_b_i)) ? 
                             {{(DATA_WIDTH-1){1'b0}}, 1'b1} : '0;
            end
            ALU_SLL: begin
                alu_result = operand_a_i << operand_b_i[4:0];
            end
            ALU_SRL: begin
                alu_result = operand_a_i >> operand_b_i[4:0];
            end
            ALU_MUL: begin
                alu_result = operand_a_i * operand_b_i;
            end
            ALU_XOR: begin
                alu_result = operand_a_i ^ operand_b_i;
            end
            default: begin
                alu_result = '0;
            end
        endcase
    end
    assign result_o = alu_result;
    assign zero_flag_o     = (alu_result == '0);
    assign negative_flag_o = alu_result[DATA_WIDTH-1];
    assign overflow_flag_o = overflow;
endmodule : alu
==> run.sh <==
#!/bin/bash
# OpenROAD 26Q1-2900-gdf79404cd8, Yosys 0.63+post, stock flow scripts
make -C /OpenROAD-flow-scripts/flow DESIGN_CONFIG=/design/flow/config.mk WORK_HOME=/design/flow/orfs finish
==> config.mk <==
export PLATFORM = sky130hd
export DESIGN_NAME = alu
export DESIGN_NICKNAME = alu
export VERILOG_FILES = /design/flow/design.v
export SDC_FILE = /design/flow/constraint.sdc
export NUM_CORES = 4
export LEC_CHECK = 1
export CORE_UTILIZATION = 40
export SYNTH_HDL_FRONTEND = slang
==> constraint.sdc <==
current_design alu

set clk_period 25.2
set clk_io_pct 0.2

create_clock -name clk0 -period $clk_period

set non_clock_inputs [all_inputs -no_clocks]
set_input_delay [expr $clk_period * $clk_io_pct] -clock clk0 $non_clock_inputs
set_output_delay [expr $clk_period * $clk_io_pct] -clock clk0 [all_outputs]
==> results.txt <==
fresh numbers from the pnr run: Syn-to-layout area delta=8.118%, Max stage delay on crit path=0.83 ns, Via Count=around 24000, Slew headroom=24.22%, max-slew violations=0, Top cells by area=fa_1 (34%), ha_1 (11%), inv_1 (7.2%), nor2_1 (6.6%), nand2_1 (4.9%), # setup viols final=0, DRC Markers=0, Detailed Place HPWL=a little under 100000 um, Rows=between 80 and 90, Cells after Synth=between 3000 and 4000, fmax=slightly below 50 MHz, Tool Warnings=97, Starting DRT DRC Count=roughly 2000, register area share after synthesis=0%, Initial Util=40.80%, Placeable Area=59460 um2, number of setup buffers added after CTS=0, critical path peak fanout=23, syn avg cell area=7.902 um2, MI comb area=around 22000 um2, pre-CTS setup slack=4.803 ns, Hold Path Class=input pin to output port, FF+latch count=0, final antenna-violating net count=0, gr usage total=a little over two fifths, drt wl/cell=between 30 and 40 um, Boundary Pins=around 100, DRT Pass-1 Iters=7, Final Hold Vio Count=0, Die W=248.3 um, CP most frequent cell=fa_1, final WL=between 100000 and 150000 um, worst setup margin=4.684 ns, critical path class=input pin to output port, Tcrit/Tclk final=81.41%, setup TNS=0 ns, area leader, netlist=fa_1, # hold bufs at CTS=0, slowest cell on the critical path=inv_1, clkbuf count=0, status=finished clean, Worst EP required=between 20 and 25 ns, max cap viols=0, worst hold slack=~11 ns, Fillers=between 5000 and 6000, fin crit period=about 21 ns, Netlist cell types=between 90 and 100, largest net degree at the start of global routing=45, drt via density=approximately 6.2, GPL Wtd Cong=between 1 and 1.5, YS warnings=0, initial antenna violation count=4, critical path arrival=about 15 ns, Worst-Margin Slew=~1.1 ns, RSZ-0062 raised after global routing=false, vias in the first global route=approximately 25000, share of layout cells above drive strength 1=under 10%, dominant logic cell type in the layout=inv_1, Top Layout Cells=inv_1 (462), nor2_1 (426), fa_1 (410), nand2_1 (318), ha_1 (220), Worst setup EP type=output port, top area contributor share=between 30% and 40%, Post-Syn Area=roughly 24000 um2, synthesis area per yosys=24260 um2, die area=just over 60000 um2, post_cts resized=0, Die H=approximately 250 um, gr ovfl total=0, final core utilization=between 40% and 50%, ys cells=approximately 3100, number of port buffers=about 100, Critical Path Start Type=input pin, sequential cell area=0 um2, global-route wire length before repair=176200 um
[logic make-up (layout without fill, tap and decap cells)]
| group | count (synthesis) | count (layout) | share of synthesized area (%) |
|---|---|---|---|
| AOI/OAI and AO/OA | 557 | 557 | 15.98 |
| xor gates and xnor gates | 96 | 96 | 3.466 |
| adders and majority gates | 630 | 630 | 45.18 |
| buffers and inverters | 680 | 685 | 10.77 |
| muxes | 121 | 121 | 6.627 |
| other | 0 | 3 | 0 |
| and+or+nand+nor | 986 | 986 | 17.98 |
[stage by stage]
stage                     area (um2)  instances
after floorplan                24260       3070
after global placement         26220       3848
after detailed placement       26220       3848
after CTS                      26220       3848
after global routing           26220       3848
final                          26230       3851
[synthesized netlist by cell type, types with 7 or more instances]
library cell,n
a2111oi_0,8
a211o_1,12
a211oi_1,25
a21boi_0,9
a21o_1,19
a21oi_1,115
a221o_1,14
a221oi_1,19
a22oi_1,31
a31oi_1,15
and2_1,7
and3_1,10
buf_1,28
buf_2,15
clkbuf_1,144
clkinv_1,14
fa_1,410
ha_1,220
inv_1,463
inv_2,8
mux2_2,24
mux2i_1,68
mux4_2,28
nand2_1,318
nand2b_1,27
nand3_1,32
nand4_1,18
nor2_1,426
nor2b_1,20
nor3_1,43
nor3b_1,7
nor4_1,13
o211ai_1,32
o21a_1,17
o21ai_0,82
o221ai_1,20
o22ai_1,33
o311ai_0,10
o31a_1,8
o31ai_1,16
or3_1,8
or4_1,15
xnor2_1,79
xor2_1,17
[layout make-up]
cell class | count | area share, %
Antenna cell | 3 | 0.02862
Inverter | 485 | 6.941
Multi-Input combinational cell | 2390 | 82.70
Tap cell | 773 | 3.687
Timing Repair Buffer | 200 | 6.640
[critical path: cells and delay by family]
family | cells | cell delay (ns)
simple gates | 5 | 1.42
compound gates | 7 | 2.25
buf+inv | 9 | 2.36
fa+ha+maj | 9 | 4.35
[per-layer routing]
metal	track usage [%]	vias to the layer above	routed length, um	share of wire (%)
met5	0.3975	-	27	0.022
met4	21.36	4	7791	6.4
met3	14.66	340	13510	11
met2	61.76	1564	53370	44
met1	56.88	11890	46880	39
li1	-	10197	-	-
[path summary, 6_finish.rpt]
| path | from | to | cells past startpoint |
|---|---|---|---|
| worst min-delay path | operand_b_i[2] | result_o[5] | 5 |
| worst max-delay path | operand_b_i[5] | zero_flag_o | 30 |
